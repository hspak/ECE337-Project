==> flow/design.v <==
module amp_clip(
  input wire [15:0] inchan,
  input wire [3:0] comp_in,
  output wire [15:0] outchan
  );
  wire [15:0] pos_comp_out;
  wire [15:0] neg_comp_out;
  wire [15:0] amp_comp_val;
  wire mid_neg_flag;
  wire out_neg_flag;
  wire [15:0] pos_clipped;
  wire [15:0] neg_clipped;
  wire [15:0] clipped_out;
  assign amp_comp_val={1'b0,comp_in,11'b00000000000};
  assign mid_neg_flag=inchan[15];
  assign out_neg_flag=mid_neg_flag?neg_comp_out[15]:~pos_comp_out[15];
  assign clipped_out=mid_neg_flag?neg_clipped:pos_clipped;
  assign outchan=out_neg_flag?clipped_out:inchan;
  cla_16bit A1(.a(inchan), .b(~amp_comp_val), .cin(1'b1), .sum(pos_comp_out));
  cla_16bit A2(.a(inchan), .b(amp_comp_val), .cin(1'b0), .sum(neg_comp_out));
  cla_16bit A3(.a({2'b00,pos_comp_out[14:1]}), .b(amp_comp_val), .cin(1'b0), .sum(pos_clipped));
  cla_16bit A4(.a({2'b11,neg_comp_out[14:1]}), .b(~amp_comp_val), .cin(1'b1), .sum(neg_clipped));
endmodule
module cla_16bit (
  input wire [15:0] a,
  input wire [15:0] b,
  input wire cin,
  output wire cout,
  output wire pg,  
  output wire gg,  
  output wire [15:0] sum
);
reg [3:0] p;
reg [3:0] g;
reg [2:0] icout;
assign icout[0] = g[0] | (p[0] & cin);
assign icout[1] = g[1] | (g[0] & p[1]) | (cin & p[0] & p[1]);
assign icout[2] = g[2] | (g[1] & p[2]) | (g[0] & p[1] & p[2]) | (cin & p[0] & p[1] & p[2]);
cla_4bit A1(a[3:0], b[3:0], cin, , p[0], g[0], sum[3:0]);
cla_4bit A2(a[7:4], b[7:4], icout[0], , p[1], g[1], sum[7:4]);
cla_4bit A3(a[11:8], b[11:8], icout[1], , p[2], g[2], sum[11:8]);
cla_4bit A4(a[15:12], b[15:12], icout[2], , p[3], g[3], sum[15:12]);
assign pg = p[0] & p[1] & p[2] & p[3];
assign gg = g[3] | (g[2] & p[3]) | (g[1] & p[2] & p[3]) | (g[0] & p[1] & p[2] & p[3]) | (cin & p[0] & p[1] & p[2] & p[3]);
assign cout = gg;
endmodule
module cla_4bit (
  input wire [3:0] a,
  input wire [3:0] b,
  input wire cin,
  output wire cout,
  output wire pg,  
  output wire gg,  
  output wire [3:0] sum
);
  reg [3:0] carry;
  reg [3:0] p;
  reg [3:0] g;
  assign g = a & b;
  assign p = a | b;
  assign carry[0] = cin;
  assign carry[1] = g[0] | (p[0] & carry[0]);
  assign carry[2] = g[1] | (p[1] & g[0]) | (p[1] & p[0] & carry[0]);
  assign carry[3] = g[2] | (p[2] & g[1]) | (p[2] & p[1] & g[0]) | (p[2] & p[1] & p[0] & carry[0]);
  assign cout = g[3] | (p[3] & g[2]) | (p[3] & p[2] & g[1]) | (p[3] & p[2] & p[1] & g[0]) | (p[3] & p[2] & p[1] & p[0] & carry[0]);
  assign sum = (a ^ b) ^ carry;
  assign pg = p[3] & p[2] & p[1] & p[0];
  assign gg = g[3] | (p[3] & g[2]) |(p[3] & p[2] & g[1]) | (p[3] & p[2] & p[1] & g[0]);
endmodule
module clk_div(
  input wire clk,
  input wire n_rst,
  output reg clk_div,
  output reg shift_en
);
  reg [4:0] curr_c;
  reg [4:0] next_c;
  reg clk_div_next;
  always_ff @ (posedge clk, negedge n_rst) begin
    if (!n_rst) begin
      curr_c <= '0;
      clk_div <= '0;
    end else begin
      curr_c <= next_c;
      clk_div <= clk_div_next;
    end
  end
  always_comb begin
    if (curr_c == 5'b10001) begin
      next_c = 5'b0;
      clk_div_next = !clk_div;
      shift_en = clk_div;
    end else begin
      next_c = curr_c + 1'b1;
      clk_div_next = clk_div;
      shift_en = 1'b0;
    end
  end
endmodule
module daf_ampclp(
	   input reg tb_clk,
	   input reg tb_n_rst,
	   input reg [3:0] pot_vol,
	   input reg [3:0] pot_amp_com,
	   input reg [3:0] pot_amp_clp,
	   input reg [3:0] swch_mode_en,   
     input reg mem_clr,
     input reg mem_init,
     input reg mem_dump,
     input reg [31:0] temp_in,
     output reg [31:0] temp_out
);
  reg sram_rw;
  reg [31:0] sram_read_data;
  reg tb_clk_div;
  reg tb_shift_en;
  reg [31:0] tb_parallel_buf_vol;
  reg [31:0] tb_parallel_vol;
  reg [31:0] tb_parallel_buf_flang;
  reg [31:0] tb_parallel_flang;
  reg [31:0] tb_parallel_buf_ampclp;
  reg [31:0] tb_parallel_ampclp;
  reg [31:0] tb_parallel_ampclp_out;
  reg [31:0] tb_parallel_buf_ampcom;
  reg [31:0] tb_parallel_ampcom;
  reg [31:0] tb_parallel_ampcom_out;
  reg [31:0] tb_parallel_buf_fad;
  reg [31:0] tb_parallel_fad;
  reg [31:0] tb_parallel_buf_trns;
  assign temp_out = tb_parallel_ampclp_out;
  clk_div DIVIDER(
    .clk(tb_clk),
    .n_rst(tb_n_rst),
    .clk_div(tb_clk_div),
    .shift_en(tb_shift_en)
  );
  flex_buffer #(32) BVOL(
    .clk(tb_clk_div),
    .n_rst(tb_n_rst),
    .input_data(temp_in),
    .output_data(tb_parallel_buf_vol)
  );
  amp_clip AMPCLP1(
      .inchan(tb_parallel_buf_vol[31:16]),
      .comp_in(pot_amp_clp),
      .outchan(tb_parallel_ampclp_out[31:16])
  );
  amp_clip AMPCLP2(
      .inchan(tb_parallel_buf_vol[15:0]),
      .comp_in(pot_amp_clp),
      .outchan(tb_parallel_ampclp_out[15:0])
  );
endmodule
module flex_buffer
#(
  NUM_BITS = 32
)
(
  input wire clk,
  input wire n_rst,
  input wire [NUM_BITS-1:0] input_data,
  output reg [NUM_BITS-1:0] output_data
);
  always_ff @ (posedge clk, negedge n_rst) begin
    if (!n_rst) begin
      output_data <= '0;
    end else begin
      output_data <= input_data;
    end
  end
endmodule
==> flow/run.sh <==
#!/bin/bash
# OpenROAD 26Q1-2900-gdf79404cd8, Yosys 0.63+post, stock flow scripts
make -C /OpenROAD-flow-scripts/flow DESIGN_CONFIG=/design/flow/config.mk WORK_HOME=/design/flow/orfs finish
==> flow/config.mk <==
export PLATFORM = sky130hd
export DESIGN_NAME = daf_ampclp
export DESIGN_NICKNAME = daf_ampclp
export VERILOG_FILES = /design/flow/design.v
export SDC_FILE = /design/flow/constraint.sdc
export NUM_CORES = 4
export LEC_CHECK = 1
export CORE_UTILIZATION = 50
==> flow/constraint.sdc <==
current_design daf_ampclp

set clk_period 5.3
set clk_io_pct 0.2

create_clock -name clk0 -period $clk_period [get_ports {tb_clk}]

set non_clock_inputs [all_inputs -no_clocks]
set_input_delay [expr $clk_period * $clk_io_pct] -clock clk0 $non_clock_inputs
set_output_delay [expr $clk_period * $clk_io_pct] -clock clk0 [all_outputs]
==> results_dict.tcl <==
# implementation run metrics
set metrics [dict create \
    synth-xor-area-share 0.0527 \
    cts_tree "yes" \
    timing.fmax_mhz 201 \
    yosys-top-cells-area "dfrtp_1 (32%), ha_1 (21%), fa_1 (4.7%)" \
    drc 0 \
    status "finished, final reports clean" \
    area_growth_pct 30.2 \
    synth_top_cell_by_count "ha_1" \
    whs_ps 502 \
    async_flop_share 1.00 \
    crit_family "buffers and inverters" \
    startpoint_type "primary input" \
    cap_violations 0 \
    grt_max_degree 39 \
    first_global_vias 2162 \
    synthTopLogicFamily "adder cells" \
    fillers 429 \
    reg2reg_depth 5 \
    synth_chip_area_sq_um 2990 \
    tool_warnings 76 \
    synth_area_sq_um 2990 \
    grt-ovfl-total 0 \
    synthMuxAreaShare 0.107 \
    synthTopCellsByCount "ha_1 (51), dfrtp_1 (38), inv_1 (33)" \
    die_x_um 79.4 \
    antenna_found_initial 0 \
    edf_count 0 \
    tns_ps 0 \
    dp_hpwl_um 4440 \
    place_congestion 0.863 \
    syn_inst 275 \
    path_class "in -> out" \
    fin_worst_skew_ps 1.65 \
    drt-total-wl_um 5380 \
    synth_top_area_share 0.318 \
    antenna_left 0 \
    vdd_drop_max_mv 0.173 \
    finalMaxSlewViolations 0 \
    cp_num_buf_inv 3 \
    grt_usage 0.201 \
    via_per_inst 4.91 \
    largest_area_cell "dfrtp_1" \
    postSynthSeqShare 0.318 \
    crit_arrival_ps 3920 \
    ios 85 \
    dieHeight_um 79.4 \
    p_leak_nw 1.88 \
    cp_data_required_time_ps 4240 \
    path_cells "clkdlybuf4s50_1 > inv_1 > ha_1 > a21oi_1 > xor2_1 > ha_1 > or3_1 > o221a_2 > o22ai_1 > xnor2_1 > mux2i_1 > clkdlybuf4s50_1" \
    dr.pass1.iters 4 \
    compound_area_frac 0.0974 \
    cp_max_fo 5 \
    vias 2128 \
    min_path_type "reg -> reg" \
    hold_depth 1 \
    clk_latency_ps 220 \
    drt_first_iter_violations 71 \
    worst_pin_slew_ps 547 \
    max_stage_delay_ps 470 \
    wl_per_cell_um 12.4 \
    period_needed_ps 4980 \
    dp_cells 430 \
    final_cells 433 \
    finalHoldViolCount 0 \
    grt_pass1_wl_um 9720 \
    setup_viol 0 \
    antenna_cells 0 \
    ys_cells 275 \
    cts_buffer_depth 2 \
    ys_sh_simple 0.0945 \
    root_buffer "clkbuf_8" \
    fp_util 0.530 \
    relSlewSlack 0.634 \
    ys_ff 38 \
    drive_gt1_frac 0.155 \
    rows 27 \
    clk_pin_slew_ps 30 \
    grt_setup_unrepaired "false" \
    cts_max_level 1 \
    crit_path_end_kind "primary output" \
    ff_type "dfrtp_1" \
    period_used_share 0.941 \
    powerDensity_nw_per_um2 73.3 \
    cts_buffers 3 \
    ys_types 45 \
    untimed_endpoints 32 \
    placement.io_buffers 69 \
    crit_cells 12 \
    core_sq_um 5640 \
    yosysWarnings 12 \
    unclocked_regs 32 \
    adder_share 0.260 \
    synth_area_per_cell_sq_um 10.9 \
    worst_path_max_delay_cell "clkdlybuf4s50_1" \
    die_area_sq_um 6300 \
]
[flip-flops by register name, summed over array words and instances, names as in the netlist]
signal	flops
DIVIDER.clk_div	1
DIVIDER.curr_c	5
BVOL.output_data	32
[path summary, 6_finish.rpt]
| check | to | from | slack, ps |
|---|---|---|---|
| min | DIVIDER.curr_c[0]$_DFF_PN0_ | DIVIDER.curr_c[0]$_DFF_PN0_ | 500 |
| max in group asynchronous | DIVIDER.clk_div$_DFFE_PN0N_ | tb_n_rst | 4110 |
| max reg2reg | DIVIDER.clk_div$_DFFE_PN0N_ | DIVIDER.curr_c[1]$_DFF_PN0_ | 3890 |
| min reg2reg | DIVIDER.curr_c[0]$_DFF_PN0_ | DIVIDER.curr_c[0]$_DFF_PN0_ | 500 |
| min in group asynchronous | DIVIDER.curr_c[0]$_DFF_PN0_ | tb_n_rst | 880 |
| max | temp_out[30] | pot_amp_clp[2] | 320 |
[layout make-up]
type / instances / area [sq um] / area share
Sequential cell: 38 / 951 / 0.244
Inverter: 33 / 124 / 0.0318
Timing Repair Buffer: 90 / 853 / 0.219
Multi-Input combinational cell: 197 / 1840 / 0.471
Tap cell: 72 / 90.1 / 0.0231
Clock buffer: 3 / 41.3 / 0.0106
[stage by stage]
stage / utilization / power [mW] / instance area, sq um / setup WS [ps]
global route: 0.690 / 0.313 / 3890 / 89.0
global placement: 0.682 / 0.221 / 3850 / -72.3
floorplan: - / 0.134 / 2990 / 1220
finish: 0.690 / 0.286 / 3890 / 315
detailed placement: 0.682 / 0.221 / 3850 / -65.8
CTS: 0.690 / 0.290 / 3890 / 106
[worst register-to-register path: stages (launching register included)]
cell and delay [ps]:
dfrtp_1 390, inv_1 60, ha_1 140, nand2b_1 70, nor3b_1 490, xor2_1 120
[repair_timing]
action | 4_1_cts | 5_1_grt
setup buffers | 0 | 0
pin swaps | 0 | 1
cloned | 0 | 0
endpoints found under the setup margin | 3 | 3
gates resized | 1 | 7
hold buffers | 0 | 0
[cells by family after synthesis]
logic type                 after synthesis
muxes                                   26
DFF                                     38
buffers and inverters                   40
AOI/OAI and AO/OA                       46
and+or+nand+nor                         49
xor gates and xnor gates                18
adders and majority gates               58
[routing by layer]
metal | vias to the layer above | routed length, um | global-route usage
met1 | 974 | 2530 | 0.322
met5 | - | 0 | 0
met2 | 59 | 2550 | 0.320
met3 | 2 | 275 | 0.0210
li1 | 1093 | - | -
met4 | 0 | 21 | 0.00909
[where the power goes]
group / switching, mW / internal (mW)
clock: 0.0183 / 0.0487
combinational: 0.0695 / 0.102
sequential: 0 / 0.0473
total: 0.0878 / 0.198
[layout by cell type (no fill, tap or decap), types with 4 or more instances in the layout]
| master | count |
|---|---|
| a21oi_1 | 14 |
| buf_4 | 20 |
| clkdlybuf4s50_1 | 66 |
| dfrtp_1 | 38 |
| fa_1 | 7 |
| ha_1 | 51 |
| inv_1 | 32 |
| mux2_2 | 11 |
| mux2_4 | 9 |
| mux2i_1 | 6 |
| nand2_1 | 6 |
| nand2b_1 | 4 |
| nor2_1 | 10 |
| nor2b_1 | 7 |
| nor3_1 | 4 |
| o21ai_0 | 11 |
| xnor2_1 | 8 |
| xor2_1 | 10 |
Power and IR drop assume default switching activity.
