File: design/flow/run.sh
#!/bin/bash
# OpenROAD 26Q1-2900-gdf79404cd8, Yosys 0.63+post, stock flow scripts
make -C /OpenROAD-flow-scripts/flow DESIGN_CONFIG=/design/flow/config.mk WORK_HOME=/design/flow/orfs finish
File: design/flow/config.mk
export PLATFORM = sky130hd
export DESIGN_NAME = daf_ampcom
export DESIGN_NICKNAME = daf_ampcom
export VERILOG_FILES = /design/flow/design.v
export SDC_FILE = /design/flow/constraint.sdc
export NUM_CORES = 4
export LEC_CHECK = 1
export CORE_UTILIZATION = 50
File: design/flow/constraint.sdc
current_design daf_ampcom

set clk_period 16.6
set clk_io_pct 0.2

create_clock -name clk0 -period $clk_period [get_ports {tb_clk}]

set non_clock_inputs [all_inputs -no_clocks]
set_input_delay [expr $clk_period * $clk_io_pct] -clock clk0 $non_clock_inputs
set_output_delay [expr $clk_period * $clk_io_pct] -clock clk0 [all_outputs]
File: design/flow/design.v
module adder_1bit
(
	input wire a,
	input wire b,
	input wire carry_in,
	output wire sum,
	output wire carry_out
);
assign sum = carry_in ^ (a ^ b);
assign carry_out = ((~carry_in) & b & a)|(carry_in & (b | a));
endmodule
module amp_comp(
    input wire clk,
    input wire n_rst,
    input wire [15:0] inchan,
    input wire [3:0] in_thresh,
    output wire [15:0] outchan
    );
    reg [15:0] reg_1_out;
    reg [15:0] reg_2_out;
    reg [15:0] reg_3_out;
    reg [15:0] reg_4_out;
    flex_buffer # (.NUM_BITS(16)) BUFFER1 (.clk(clk),
					  .n_rst(n_rst),
					  .input_data(inchan),
					  .output_data(reg_1_out));
    flex_buffer # (.NUM_BITS(16)) BUFFER2  (.clk(clk),
					  .n_rst(n_rst),
					  .input_data(reg_1_out),
					  .output_data(reg_2_out));
    flex_buffer # (.NUM_BITS(16)) BUFFER3  (.clk(clk),
					  .n_rst(n_rst),
					  .input_data(reg_2_out),
					  .output_data(reg_3_out));
    flex_buffer # (.NUM_BITS(16)) BUFFER4  (.clk(clk),
					  .n_rst(n_rst),
					  .input_data(reg_3_out),
					  .output_data(reg_4_out));
    wire [15:0] AcmpB;  
    wire [15:0] CcmpD;  
    wire [15:0] diff1;  
    wire [15:0] ABmax;  
    wire [15:0] CDmax;  
    wire [15:0] max;    
    wire [15:0] A_raw;  
    wire [15:0] B_raw;  
    wire [15:0] C_raw;  
    wire [15:0] D_raw;  
    wire [15:0] A_opp_sign;  
    wire [15:0] B_opp_sign;  
    wire [15:0] C_opp_sign;  
    wire [15:0] D_opp_sign;  
    wire [15:0] A_est;
    wire [15:0] B_est;
    wire [15:0] C_est;
    wire [15:0] D_est;
    wire [15:0] A;  
    wire [15:0] B;  
    wire [15:0] C;  
    wire [15:0] D;  
    assign A_raw=reg_1_out;
    assign B_raw=reg_2_out;
    assign C_raw=reg_3_out;
    assign D_raw=reg_4_out;
    cla_16bit ABSA(.a(~A_raw), .b({16{1'b0}}), .cin(1'b1), .sum(A_opp_sign));  
    assign A_est=A_raw[15]?A_opp_sign:A_raw;  
    assign A=A_est[15]?16'b0111111111111111:A_est;
    cla_16bit ABSB(.a(~B_raw), .b({16{1'b0}}), .cin(1'b1), .sum(B_opp_sign));  
    assign B_est=B_raw[15]?B_opp_sign:B_raw;  
    assign B=B_est[15]?16'b0111111111111111:B_est;
    cla_16bit ABSC(.a(~C_raw), .b({16{1'b0}}), .cin(1'b1), .sum(C_opp_sign));  
    assign C_est=C_raw[15]?C_opp_sign:C_raw;  
    assign C=C_est[15]?16'b0111111111111111:C_est;
    cla_16bit ABSD(.a(~D_raw), .b({16{1'b0}}), .cin(1'b1), .sum(D_opp_sign));  
    assign D_est=D_raw[15]?D_opp_sign:D_raw;  
    assign D=D_est[15]?16'b0111111111111111:D_est;
    cla_16bit A2(.a(A), .b(~B), .cin(1'b1), .sum(AcmpB));  
    cla_16bit A3(.a(C), .b(~D), .cin(1'b1), .sum(CcmpD));  
    assign ABmax = AcmpB[15]?B:A;  
    assign CDmax = CcmpD[15]?D:C;  
    cla_16bit A4(.a(ABmax), .b(~CDmax), .cin(1'b1), .sum(diff1));  
    assign max = diff1[15]?CDmax:ABmax;  
    wire [15:0] diff2;  
    wire [19:0] product;  
    wire [15:0] modifier;
    wire enable;
    assign enable = !diff2[15];  
    cla_16bit A5(.a(max), .b(~{1'b0,in_thresh,{11{1'b0}}}), .cin(1'b1), .sum(diff2));  
    unsigned_mult16by4 M1(.a(D), .b(diff2[14:11]), .product(product));  
    assign modifier = !enable?{16{1'b0}}:
      (max[14]?{{4{1'b0}},product[19:8]}:
      (max[13]?{{3{1'b0}},product[19:7]}:
      (max[12]?{{2{1'b0}},product[19:6]}:
      (max[11]?{{1{1'b0}},product[19:5]}:
      {16{1'b0}}))));  
    wire [15:0] out_pos_val;
    wire [15:0] out_neg_val;
    cla_16bit A6(.a(reg_4_out), .b(~modifier), .cin(1'b1), .sum(out_pos_val));
    cla_16bit A7(.a(reg_4_out), .b(modifier), .cin(1'b0), .sum(out_neg_val));
    assign outchan=reg_4_out[15]?out_neg_val:out_pos_val;
endmodule
module cla_16bit (
  input wire [15:0] a,
  input wire [15:0] b,
  input wire cin,
  output wire cout,
  output wire pg,  
  output wire gg,  
  output wire [15:0] sum
);
reg [3:0] p;
reg [3:0] g;
reg [2:0] icout;
assign icout[0] = g[0] | (p[0] & cin);
assign icout[1] = g[1] | (g[0] & p[1]) | (cin & p[0] & p[1]);
assign icout[2] = g[2] | (g[1] & p[2]) | (g[0] & p[1] & p[2]) | (cin & p[0] & p[1] & p[2]);
cla_4bit A1(a[3:0], b[3:0], cin, , p[0], g[0], sum[3:0]);
cla_4bit A2(a[7:4], b[7:4], icout[0], , p[1], g[1], sum[7:4]);
cla_4bit A3(a[11:8], b[11:8], icout[1], , p[2], g[2], sum[11:8]);
cla_4bit A4(a[15:12], b[15:12], icout[2], , p[3], g[3], sum[15:12]);
assign pg = p[0] & p[1] & p[2] & p[3];
assign gg = g[3] | (g[2] & p[3]) | (g[1] & p[2] & p[3]) | (g[0] & p[1] & p[2] & p[3]) | (cin & p[0] & p[1] & p[2] & p[3]);
assign cout = gg;
endmodule
module cla_4bit (
  input wire [3:0] a,
  input wire [3:0] b,
  input wire cin,
  output wire cout,
  output wire pg,  
  output wire gg,  
  output wire [3:0] sum
);
  reg [3:0] carry;
  reg [3:0] p;
  reg [3:0] g;
  assign g = a & b;
  assign p = a | b;
  assign carry[0] = cin;
  assign carry[1] = g[0] | (p[0] & carry[0]);
  assign carry[2] = g[1] | (p[1] & g[0]) | (p[1] & p[0] & carry[0]);
  assign carry[3] = g[2] | (p[2] & g[1]) | (p[2] & p[1] & g[0]) | (p[2] & p[1] & p[0] & carry[0]);
  assign cout = g[3] | (p[3] & g[2]) | (p[3] & p[2] & g[1]) | (p[3] & p[2] & p[1] & g[0]) | (p[3] & p[2] & p[1] & p[0] & carry[0]);
  assign sum = (a ^ b) ^ carry;
  assign pg = p[3] & p[2] & p[1] & p[0];
  assign gg = g[3] | (p[3] & g[2]) |(p[3] & p[2] & g[1]) | (p[3] & p[2] & p[1] & g[0]);
endmodule
module clk_div(
  input wire clk,
  input wire n_rst,
  output reg clk_div,
  output reg shift_en
);
  reg [4:0] curr_c;
  reg [4:0] next_c;
  reg clk_div_next;
  always_ff @ (posedge clk, negedge n_rst) begin
    if (!n_rst) begin
      curr_c <= '0;
      clk_div <= '0;
    end else begin
      curr_c <= next_c;
      clk_div <= clk_div_next;
    end
  end
  always_comb begin
    if (curr_c == 5'b10001) begin
      next_c = 5'b0;
      clk_div_next = !clk_div;
      shift_en = clk_div;
    end else begin
      next_c = curr_c + 1'b1;
      clk_div_next = clk_div;
      shift_en = 1'b0;
    end
  end
endmodule
module daf_ampcom(
	   input reg tb_clk,
	   input reg tb_n_rst,
	   input reg [3:0] pot_vol,
	   input reg [3:0] pot_amp_com,
	   input reg [3:0] pot_amp_clp,
	   input reg [3:0] swch_mode_en,   
     input reg mem_clr,
     input reg mem_init,
     input reg mem_dump,
     input reg [31:0] temp_in,
     output reg [31:0] temp_out
);
  reg sram_rw;
  reg [31:0] sram_read_data;
  reg tb_clk_div;
  reg tb_shift_en;
  reg [31:0] tb_parallel_buf_vol;
  reg [31:0] tb_parallel_vol;
  reg [31:0] tb_parallel_buf_flang;
  reg [31:0] tb_parallel_flang;
  reg [31:0] tb_parallel_buf_ampclp;
  reg [31:0] tb_parallel_ampclp;
  reg [31:0] tb_parallel_ampclp_out;
  reg [31:0] tb_parallel_buf_ampcom;
  reg [31:0] tb_parallel_ampcom;
  reg [31:0] tb_parallel_ampcom_out;
  reg [31:0] tb_parallel_buf_fad;
  reg [31:0] tb_parallel_fad;
  reg [31:0] tb_parallel_buf_trns;
  assign temp_out = tb_parallel_ampcom_out;
  clk_div DIVIDER(
    .clk(tb_clk),
    .n_rst(tb_n_rst),
    .clk_div(tb_clk_div),
    .shift_en(tb_shift_en)
  );
  flex_buffer #(32) BVOL(
    .clk(tb_clk_div),
    .n_rst(tb_n_rst),
    .input_data(temp_in),
    .output_data(tb_parallel_buf_vol)
  );
  amp_comp AMPCMP1(
    .clk(tb_clk_div),
    .n_rst(tb_n_rst),
    .inchan(tb_parallel_buf_vol[31:16]),
    .in_thresh(pot_amp_com),
    .outchan(tb_parallel_ampcom_out[31:16])
  );
  amp_comp AMPCMP2(
    .clk(tb_clk_div),
    .n_rst(tb_n_rst),
    .inchan(tb_parallel_buf_vol[15:0]),
    .in_thresh(pot_amp_com),
    .outchan(tb_parallel_ampcom_out[15:0])
  );
endmodule
module flex_buffer
#(
  NUM_BITS = 32
)
(
  input wire clk,
  input wire n_rst,
  input wire [NUM_BITS-1:0] input_data,
  output reg [NUM_BITS-1:0] output_data
);
  always_ff @ (posedge clk, negedge n_rst) begin
    if (!n_rst) begin
      output_data <= '0;
    end else begin
      output_data <= input_data;
    end
  end
endmodule
module unsigned_mult16by4(
  input wire [15:0] a,
  input wire [3:0] b,
  output reg [19:0] product
);
  reg [16:0] ab0;
  reg [16:0] ab1;
  reg [17:0] ab2;
  reg [18:0] ab3;
  reg [18:0] sums [2:0];
  wire couts[5:0];
  assign ab0={1'b0,a & {16{b[0]}}};
  assign ab1={(a & {16{b[1]}}),1'b0};
  assign ab2={(a & {16{b[2]}}),2'b00};
  assign ab3={(a & {16{b[3]}}),3'b000};
  cla_16bit A1(.a(ab0[15:0]), .b(ab1[15:0]), .cin(1'b0), .cout(couts[0]), .sum(sums[0][15:0]));  
  adder_1bit A1_1(.a(ab0[16]), .b(ab2[16]), .carry_in(couts[0]), .sum(sums[0][16]), .carry_out(sums[0][17]));  
  assign sums[0][18]=1'b0;
  cla_16bit A2(.a(sums[0][15:0]), .b(ab2[15:0]), .cin(1'b0), .cout(couts[1]), .sum(sums[1][15:0]));  
  adder_1bit A2_1(.a(sums[0][16]), .b(ab2[16]), .carry_in(couts[1]), .sum(sums[1][16]), .carry_out(couts[2]));  
  adder_1bit A2_2(.a(sums[0][17]), .b(ab2[17]), .carry_in(couts[2]), .sum(sums[1][17]), .carry_out(sums[1][18]));  
  cla_16bit A3(.a(sums[1][15:0]), .b(ab3[15:0]), .cin(1'b0), .cout(couts[3]), .sum(sums[2][15:0]));  
  adder_1bit A3_1(.a(sums[1][16]), .b(ab3[16]), .carry_in(couts[3]), .sum(sums[2][16]), .carry_out(couts[4]));  
  adder_1bit A3_2(.a(sums[1][17]), .b(ab3[17]), .carry_in(couts[4]), .sum(sums[2][17]), .carry_out(couts[5]));  
  adder_1bit A3_3(.a(sums[1][18]), .b(ab3[18]), .carry_in(couts[5]), .sum(sums[2][18]), .carry_out(product[19]));  
  assign product[18:0]=sums[2];
endmodule
==> changes_impl.md <==
### Changed

- Syn Area/Cell: 8.273 µm²
- Area contributors post-synth: dfrtp_1 (21%), ha_1 (20%), inv_1 (6.1%), fa_1 (4.0%), nor2_1 (3.5%)
- Max-Cap Viols: 0
- Antenna violations before repair: 0
- Post-Syn Instances: 2437
- RSZ-0062 raised after global routing: false
- Asr flop ratio synth: 1.000
- Clock latency (worst-skew pair): 230 ps
- Setup tns final: 0 ps
- Largest area contributor in the netlist: dfrtp_1
- Sw Ratio: 0.4716
- Leak Pwr: 10.58 nW
- Endpoint type of the worst setup path: primary output
- Die Wd: 202.8 µm
- Register pins left without a clock: 160
- Hold Path Sink: DIVIDER.curr_c[0]$_DFF_PN0_
- Hold bufs inserted after CTS: 0
- Most used flip-flop cell: dfrtp_1
- Sequential share of power: 0.027
- EDFF count, synth: 0
- Log Warnings: 237
- Combinational power share: 0.901
- PD cells: 25.68 mW/mm²
- Hold_ws: 487.5 ps
- Final cell utilization of the core: 0.5409
- Vias: 16610
- Clock share of power: 0.073
- I/O Buffers: 69
- Layout area overhead: 6.591%
- Clock-pin slew on the worst setup and hold paths: 30 ps
- Area reported by Yosys stat: 0.02016 mm²
- Slew margin rel.: 0.3805
- Num CTS Buffers: 3
- DRC errors left: 0
- Data arrival, critical path: 12530 ps
- Count of cell types in the netlist: 101
- Worst slew pin tran: 923.6 ps
- Achievable frequency: 63.10 MHz
- Crit path DRT: 13280 ps
- Comb area leader: adder cells
- Cycle use final: 0.9547
- H-tree Lvls: 1
- Sequential area share after synthesis: 0.2060
- ANT cells: 0
- Vias/cell: 5.556
- Net Sw Power: 260.2 µW
- Peak fanout along the critical path: 6
- DR pass1 iterations: 8
- Die Size: 0.04113 mm²
- Cell Rows: 73
- Endpoints failing hold: 0
- Hold path depth: 1
- Slowest cell on crit path: or4_1
- Postcts setup bufs: 0
- Pint: 291.6 µW
- Crit path kind: in -> out
- HP Class: reg -> reg
- Adder Area Share: 0.2451
- Ys cells: 2437
- GP Congestion: 0.9473
- Vias in the first global route: 15110
- Maximum root-to-sink buffer count: 2
- Max Clock Skew: 1.027 ps
- IO Count: 85
- Final HPWL DP: 40370 µm
- Crit start category: input pin
- Min-delay src: DIVIDER.curr_c[0]$_DFF_PN0_
- Routed len/inst: 16.21 µm
- Core area: 0.03973 mm²
- Tmin final: 15850 ps
- Most frequent logic cells in the routed design: inv_1 (329), ha_1 (320), nor2_1 (186), nand2_1 (183), dfrtp_1 (165)
- Layout cells sized above 1: 0.05680
- Most frequent logic cell in the layout: inv_1
- Post-Synth AOI/OAI Area: 0.2031
- First-pass GRT wire length: 79580 µm
- Status: finished, final reports clean
- Ys Warns: 43
- Worst reg2reg path startpoint: DIVIDER.curr_c[1]$_DFF_PN0_
- Largest net degree at the start of global routing: 140
- R2R Path End: DIVIDER.clk_div$_DFFE_PN0N_
- Endpoints left unconstrained: 160
- DIE HEIGHT: 202.8 µm
- Largest stage delay on the critical path: 600 ps
- FF+latch count, synth: 166
- R2r setup slk: 15100 ps
- Routed wire length: 48450 µm
- CTS tree: built
- Syn Std Cell Area: 0.02016 mm²
- Total GRT Usage: 0.2450
- Mux share of post-synthesis cell area: 0.03587
- Antenna viol nets, final: 0
- Final setup fails: 0
- Clock root buffer: clkbuf_16
- Simple-Gate Area Share: 0.1755
- XORs/XNORs by Area: 0.05561
- Initial DRC count: 1115
- Max VDD drop: 0.06364 mV
- FF-to-FF path depth: 5
- Max Slew Vio Count: 0
- Init Core Util: 0.5074
- Area share, top type: 0.2060
- Total grt overflow: 0
-- worst max-delay path: cells and delay by family --
family                     cells  cell delay (ps)
adders and majority gates     10             3220
and+or+nand+nor                5             1340
buffers and inverters          8             1210
AOI/OAI and AO/OA             16             2800
xor gates and xnor gates       2              620
-- stage by stage --
| step | instance area [µm²] | std cells | power (mW) | setup slack [ps] |
|---|---|---|---|---|
| finish | 21490 | 2990 | 0.5519 | 752.0 |
| detailed placement | 21390 | 2986 | 0.5162 | 248.6 |
| CTS | 21470 | 2990 | 0.5590 | 180.8 |
| floorplan | 20160 | 2437 | 0.3419 | 2101 |
| global route | 21490 | 2990 | 0.6222 | 115.3 |
| global placement | 21390 | 2986 | 0.5081 | 363.0 |
-- final cells by class --
type,count,area [µm²]
fill,3609,18240
sequential,166,4158
tap,525,656.9
clock buffer,4,78.83
multi-input combinational,1865,14450
timing repair buffer,92,879.6
inverter,338,1271
-- sequential cells by signal (all words and copies together), names as in the netlist, 16 cells and up --
name / flops
AMPCMP1.BUFFER1.output_data: 16
AMPCMP1.BUFFER2.output_data: 16
AMPCMP1.BUFFER3.output_data: 16
AMPCMP1.BUFFER4.output_data: 16
AMPCMP2.BUFFER1.output_data: 16
AMPCMP2.BUFFER2.output_data: 16
AMPCMP2.BUFFER3.output_data: 16
AMPCMP2.BUFFER4.output_data: 16
BVOL.output_data: 32
-- synth_stat cells (all sizes together), types with 47 or more instances --
master / count
inv: 335
ha: 320
nor2: 187
nand2: 184
dfrtp: 166
a21oi: 124
o21ai: 96
xnor2: 77
mux2i: 57
nor3: 55
xor2: 51
nand3: 47
-- power by group through the flow --
stage	logic [mW]	registers, mW	clock network (mW)
CTS	0.504	0.0148	0.0406
global route	0.566	0.0148	0.0415
finish	0.497	0.0148	0.0401
-- cells by family (layout without fill, tap and decap cells) --
logic type / Yosys count / count (layout)
DFF: 166 / 166
muxes: 68 / 68
xor gates and xnor gates: 128 / 128
AOI/OAI and AO/OA: 589 / 589
adders and majority gates: 373 / 373
and+or+nand+nor: 707 / 707
buffers and inverters: 406 / 434
-- worst max path at each step --
stage                          start      endpoint  slack, ps
after CTS             pot_amp_com[0]  temp_out[28]        180
after global routing  pot_amp_com[0]  temp_out[30]        120
final                 pot_amp_com[0]  temp_out[28]        750
-- routing by layer --
layer	GRT usage	vias to the layer above	wire length, µm
li1	-	8495	-
met1	0.4035	7707	24960
met2	0.3653	370	20760
met3	0.02313	40	2109
met4	0.02846	0	626
met5	0	-	0
-- timing repair --
| action | 4_1_cts | 5_1_grt |
|---|---|---|
| setup endpoints to repair | 0 | 8 |
| hold endpoints to repair | 0 | 0 |
| resized | 0 | 6 |
Power is estimated from default activity; no workload was simulated.
